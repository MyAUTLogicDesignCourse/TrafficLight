===== flow/config.mk =====
export PLATFORM = sky130hd
export DESIGN_NAME = Cr
export DESIGN_NICKNAME = Cr
export VERILOG_FILES = /design/flow/design.v
export SDC_FILE = /design/flow/constraint.sdc
export NUM_CORES = 4
export LEC_CHECK = 1
export CORE_AREA = 10 10 70 70
export DIE_AREA = 0 0 80 80

===== flow/constraint.sdc =====
current_design Cr

set clk_period 1.1
set clk_io_pct 0.2

create_clock -name clk0 -period $clk_period [get_ports {Clk}]

set non_clock_inputs [all_inputs -no_clocks]
set_input_delay [expr $clk_period * $clk_io_pct] -clock clk0 $non_clock_inputs
set_output_delay [expr $clk_period * $clk_io_pct] -clock clk0 [all_outputs]

===== flow/design.v =====
module Cr(myHold, CrowdSignal, Clk);
	output myHold;
	reg myHold;
	input CrowdSignal;
	input Clk;	
	reg [3:0] num;
	initial
		begin
			myHold = 0;
			num = 4'b0000;
		end
	always @(posedge Clk)
		if(CrowdSignal == 1)
			begin
				if(num == 4'b1010)	myHold = 1;
				else num = num + 4'b0001;
			end
		else
			begin
				num = 4'b0000;
				myHold = 0;
			end
endmodule
module CrTest;
  wire hold;
  reg crsig;
  reg clock;
  Cr c(hold, crsig, clock);
  initial begin
      clock = 1;
      crsig = 0;
	  #1000 crsig = 1;
	  #1000 crsig = 0;
	  #12000 crsig = 1;
	  #1000 crsig = 0;
    end
	always
		begin
		#1000 clock = ~clock;
		end
endmodule

===== flow/run.sh =====
#!/bin/bash
# OpenROAD 26Q1-2900-gdf79404cd8, Yosys 0.63+post, stock flow scripts
make -C /OpenROAD-flow-scripts/flow DESIGN_CONFIG=/design/flow/config.mk WORK_HOME=/design/flow/orfs finish

==> flow_summary.json <==
{
  "fin_crit_sh_pct": 93.73,
  "cts_tree": "done",
  "whs_endpoint": "myHold",
  "seq_area_frac_synth_pct": 43.48,
  "wl_per_cell_um": 5.461,
  "fp-utilization_pct": 6.740,
  "warning_count": 26,
  "setup_tns_ns": 0,
  "drtPass1Iterations": 1,
  "io_buffers": 2,
  "finalWirelength_um": 415,
  "gp_congestion": 0.7088,
  "ys_cells": 22,
  "crit_path_end_kind": "flip-flop",
  "switchingPower_mw": 0.1036,
  "slew_headroom_pct": 87.83,
  "synth_flops": 5,
  "io-pin-count": 3,
  "hold_violations": 0,
  "hold_path_class": "flip-flop to flip-flop",
  "cts_buffer_depth": 2,
  "cp.required_ns": 1.23,
  "syn_inst": 22,
  "clkPwrFrac_pct": 45.7,
  "layout-drive-gt1-share_pct": 33.33,
  "synth_warnings": 1,
  "min_path_cells": 2,
  "r2r-end": "num[0]",
  "clk_pin_slew_worst_paths_ns": 0.04,
  "internal_power_mw": 0.3602,
  "cts_num_sinks": 5,
  "syn_area_um2": 230.2,
  "lay_top_cells": "clkbuf_4 (3), dfxtp_1 (3)",
  "min-delay-start": "myHold",
  "via_count": 176,
  "die_h_um": 80,
  "slew_viol_final": 0,
  "grt_pass1_wl_um": 807,
  "power_frac_comb_pct": 10.9,
  "ant_nets": 0,
  "grt_pass1_vias": 201,
  "drtIter0Drc": 0,
  "synth.distinct_cells": 13,
  "vias_per_cell": 2.316,
  "rows": 21,
  "antenna_found_initial": 0,
  "crit_type": "flip-flop to flip-flop",
  "max_freq_ghz": 0.9699,
  "tightest_slew_ns": 0.1824,
  "run_status": "finished clean",
  "htree_levels": 1,
  "gr-total-overflow": 0,
  "arrival_ns": 1.16,
  "drc": 0,
  "ir_worst_vdd_v": 0.0005987,
  "die_w_um": 80,
  "switching_share_pct": 22.34,
  "clock_skew_ns": 0.0003394,
  "cts_made_buffers": 3,
  "core_area_um2": 3416,
  "grt_usage_pct": 1.623,
  "critical_path.max_fanout": 4,
  "grt_max_degree": 6,
  "p_per_area_nw_per_um2": 1278,
  "dieArea_um2": 6400,
  "area_growth_pct": 57.61,
  "maxCapViolations": 0,
  "holdWs_ns": 0.4651,
  "dpl.hpwl_um": 296.2,
  "root_buffer": "clkbuf_4",
  "p_leak_nw": 0.1548,
  "r2r_slack_ns": 0.07,
  "ys_chip_area_um2": 230.2,
  "antennaDiodeCount": 0,
  "finalCriticalPeriod_ns": 1.031,
  "syn_avg_cell_area_um2": 10.46,
  "cp-start-kind": "flip-flop",
  "timing.rr.start": "num[0]",
  "r2r_cells": 5,
  "finalSetupViolCount": 0,
  "rsz0062_at_grt": "no",
  "clk_latency_ns": 0.24,
  "p_seq_share_pct": 43.4
}
[timing repair]
action | CTS | global route
hold buffers | 0 | 0
pin swaps | 1 | 0
endpoints found under the setup margin | 2 | 2
gates resized | 4 | 3
setup buffers | 0 | 0
[worst max-delay path, cell delays in order, from the launching register on]
cell and delay [ns]:
dfxtp_2 0.33, inv_2 0.07, ha_4 0.14, nand3b_4 0.09, xnor2_1 0.13, and2_1 0.16
[worst max path at each step]
stage     slack, ns  startpoint      to  depth (start not counted)
4_1_cts        0.02      num[0]  num[0]                          5
5_1_grt        0.01      num[1]  num[2]                          4
6_report       0.07      num[0]  num[0]                          5
[final cells by class]
class / count / area [um2]
clock buffers: 4 / 26.28
fillers: 399 / 3053
inverters: 2 / 7.507
multi-input cells: 15 / 135.1
flip-flops and latches: 5 / 102.6
well taps: 46 / 57.56
repair buffers: 4 / 33.78
[layer usage]
metal	global-route usage (%)	wire [um]	up-vias
met4	0.3521	0	0
met5	0	0	-
met2	2.006	164	7
met3	1.591	46	0
met1	1.933	204	81
li1	-	-	88
[power by group through the flow]
stage | Sequential, mW | Clock (mW) | Combinational, mW
CTS | 0.200 | 0.224 | 0.0492
global route | 0.202 | 0.250 | 0.0568
finish | 0.201 | 0.212 | 0.0505
[metrics by stage]
| stage | utilization (%) | setup slack (ns) | cells | area (um2) | total power, mW |
|---|---|---|---|---|---|
| after global routing | 10.62 | 0.01114 | 76 | 362.8 | 0.5091 |
| final | 10.62 | 0.06896 | 76 | 362.8 | 0.4638 |
| after CTS | 10.59 | 0.01898 | 76 | 361.6 | 0.4728 |
| after detailed placement | 9.451 | -0.01467 | 72 | 322.8 | 0.2438 |
| after global placement | 9.451 | 0.02611 | 72 | 322.8 | 0.2408 |
| after floorplan | - | 0.05902 | 22 | 230.2 | 0.2240 |
[logic make-up after synthesis]
group,Yosys count,synth area share (%)
adders and majority gates,2,10.87
buffers and inverters,2,3.262
AOI/OAI and AO/OA,4,10.86
and+or+nand+nor,7,23.91
xor gates and xnor gates,2,7.610
DFF,5,43.48
[synth_stat cells]
master	instances	area, um2
a21boi_0	2	15.01
a21oi_1	1	5.000
and2_1	2	12.51
dfxtp_1	5	100.1
ha_1	2	25.02
inv_1	2	7.510
nand2_1	1	3.750
nand2b_1	1	6.260
nand3_1	1	5.000
nand3b_1	1	7.510
nand3b_4	1	20.02
o21ai_0	1	5.000
xnor2_1	2	17.52
[flip-flops by register name, indices dropped and copies added, names as in the netlist]
signal / flops
num: 4
myHold: 1
Power figures rest on the tool's default switching activity, not on a simulated workload.
